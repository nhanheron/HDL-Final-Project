==> /design/flow/design.v <==
`timescale 1 ps / 1 ps
module IntegerAlu(
    input  logic        Clk,
    inout  logic [255:0] DataBus,
    input  logic [15:0] address,
    input  logic        nRead,
    input  logic        nWrite,
    input  logic        nReset
);
`timescale 1 ps / 1 ps
parameter MainMemEn  = 4'h0;  
parameter InstrMemEn = 4'h1;  
parameter AluEn      = 4'h2;  
parameter IntAlu     = 4'h3;  
parameter RegisterEn = 4'h4;  
parameter ExecuteEn  = 4'h5;  
parameter AluStatusIn = 0;
parameter AluStatusOut = 1;
parameter ALU_Source1 = 2;
parameter ALU_Source2 = 3;
parameter  ALU_Result = 4;
parameter Overflow_err = 5;
parameter MMult1 = 0;
parameter MMult2 = 1;
parameter MMult3 = 2;
parameter MAdd = 3;
parameter MSub = 4;
parameter MTranspose = 5;
parameter MScale = 6;
parameter MScaleImm = 7;
parameter Iadd = 8'h10;
parameter Isub = 8'h11;
parameter Imult = 8'h12;
parameter Idiv = 8'h13;
parameter BEQ = 8'h21;
parameter BLT = 8'h22;
parameter BNE = 8'h20;
parameter BGT = 8'h23;
parameter Instruct1 = 32'h 03_02_00_01;  
parameter Instruct2 = 32'h 06_03_00_0a;  
parameter Instruct3 = 32'h 10_10_0a_0b;  
parameter Instruct4 = 32'h 04_04_03_00;  
parameter Instruct5 = 32'h 22_01_04_03; 
parameter Instruct6 = 32'h 05_05_02_00; 
parameter Instruct7 = 32'h 21_81_08_05; 
parameter Instruct8 = 32'h 07_11_03_08; 
parameter Instruct9 = 32'h 00_06_04_05;  
parameter Instruct10 = 32'h 12_0a_01_00; 
parameter Instruct11 = 32'h 11_12_0a_01; 
parameter Instruct12 = 32'h 13_0c_12_0a; 
parameter Instruct13 = 32'h FF_00_00_00;  
    logic [15:0] src_a;
    logic [15:0] src_b;
    logic [15:0] result_reg;
    logic        done;
    logic [7:0]  active_op;
    logic [15:0] next_result;
    logic [16:0] sum;
    logic signed [16:0] diff;
    logic [31:0] product;
    logic        drive_bus;
    logic [255:0] bus_value;
    assign DataBus = drive_bus ? bus_value : 256'bz;
    always_ff @(negedge Clk or negedge nReset) begin
        if (!nReset) begin
            src_a      <= 16'd0;
            src_b      <= 16'd0;
            result_reg <= 16'd0;
            done       <= 1'b0;
            active_op  <= 8'h00;
        end else begin
            if (~nWrite && address[15:12] == IntAlu) begin
                case (address[11:0])
                    ALU_Source1: begin
                        src_a <= DataBus[15:0];
                    end
                    ALU_Source2: begin
                        src_b <= DataBus[15:0];
                    end
                    AluStatusIn: begin
                        next_result = result_reg;
                        done        <= 1'b0;
                        active_op   <= DataBus[7:0];
                        unique case (DataBus[7:0])
                            Iadd: begin
                                sum = {1'b0, src_a} + {1'b0, src_b};
                                next_result   = sum[15:0];
                            end
                            Isub: begin
                                diff = $signed({1'b0, src_a}) - $signed({1'b0, src_b});
                                next_result   = diff[15:0];
                            end
                            Imult: begin
                                product = src_a * src_b;
                                next_result   = product[15:0];
                            end
                            Idiv: begin
                                if (src_b == 16'd0) begin
                                    next_result = 16'd0;
                                end else begin
                                    next_result = src_a / src_b;
                                end
                            end
                            default: begin
                            end
                        endcase
                        result_reg <= next_result;
                        done       <= 1'b1;
                    end
                    default: begin
                    end
                endcase
            end
        end
    end
    always_comb begin
        drive_bus = 1'b0;
        bus_value = 256'b0;
        if ((address[15:12] == IntAlu) && ~nRead) begin
            drive_bus = 1'b1;
            unique case (address[11:0])
                ALU_Source1: bus_value = {240'b0, src_a};
                ALU_Source2: bus_value = {240'b0, src_b};
                ALU_Result:  bus_value = {240'b0, result_reg};
                AluStatusOut: begin
                    bus_value[0]   = done;
                    bus_value[1]   = 1'b0;
                    bus_value[9:2] = active_op;
                end
                default: bus_value = 256'b0;
            endcase
        end
    end
endmodule
==> /design/flow/run.sh <==
#!/bin/bash
# OpenROAD 26Q1-2900-gdf79404cd8, Yosys 0.63+post, stock flow scripts
make -C /OpenROAD-flow-scripts/flow DESIGN_CONFIG=/design/flow/config.mk WORK_HOME=/design/flow/orfs finish
==> /design/flow/config.mk <==
export PLATFORM = sky130hd
export DESIGN_NAME = IntegerAlu
export DESIGN_NICKNAME = IntegerAlu
export VERILOG_FILES = /design/flow/design.v
export SDC_FILE = /design/flow/constraint.sdc
export NUM_CORES = 4
export LEC_CHECK = 1
export CORE_AREA = 10 10 162 162
export DIE_AREA = 0 0 172 172
==> /design/flow/constraint.sdc <==
current_design IntegerAlu

set clk_period 6.4
set clk_io_pct 0.2

create_clock -name clk0 -period $clk_period [get_ports {Clk}]

set non_clock_inputs [all_inputs -no_clocks]
set_input_delay [expr $clk_period * $clk_io_pct] -clock clk0 $non_clock_inputs
set_output_delay [expr $clk_period * $clk_io_pct] -clock clk0 [all_outputs]
==> flow_summary.toml <==
# yosys + openroad results
[run_status]
outcome = "finished clean"

[routing]
met2WireLength_um = 4293
dr.pass1.iters = 7
drt_iter0_drc = 105
wirelength_um = 9128
wl_per_cell_um = 11.34
met1Wirelength_um = 3918
diodes = 0
dr_wl_met3_um = 812
via_per_inst = 3.022
route.detailed.drc = 0
vias = 2433
ant_nets = 0
dr.max_layer_used = "met4"

[synth]
ys_seq_share_pct = 33.45
syn_inst = 485
synth_cell_type_count = 26
top_cells_by_area = "buf_4 42%, dfrtn_1 33%, clkbuf_1 4.0%"
netlist.area_leader.share_pct = 42.25
yosysCellCount = 485
edf_count = 0
syn_area_mm2 = 0.004264
numSynthFlops = 57
synth_top_flop_cell = "dfrtn_1"
avgSynthCellArea_um2 = 8.792
async_reset_ff_share_pct = 100.0
synth.largest_area_cell = "buf_4"
yosys_area_mm2 = 0.004264
synth-warning-count = 2

[critical_path]
crit_chain = "clkdlybuf4s50_1 -> nor4_2 -> nand2_1 -> buf_4 -> nor4bb_4 -> buf_4 -> a222oi_1 -> a21boi_0 -> or2_2 -> o21ai_0"
cp.arrival_ns = 3.41
cp-start-kind = "primary input"
crit_path_max_fanout = 4
crit_type = "primary input to register"
path_buffers = 3
critPathTopFamily = "simple AND/OR/NAND/NOR gates"
slowest_delay_ns = 0.42
path_common_cell = "buf_4"
crit_slowest_cell = "clkdlybuf4s50_1"
ff2ff_setup_slack_ns = 5.08
cp-end-kind = "register"
worstPathRequired_ns = 3.54

[global_route]
antenna_found_initial = 0
grt_pass1_wl_um = 14050
grt_use_total_pct = 5.731
grt_pass1_vias = 2923
grt_max_degree = 34
grt-ovfl-total = 0

[floorplan]
dieHeight_um = 172
num_rows = 55
core_area_mm2 = 0.02271
top_level_ports = 276
core_util_floorplan_pct = 18.78
dieWidth_um = 172
dieArea_mm2 = 0.02958

[job]
cap_violations = 0
openroad.warnings = 25

[power]
power.density_mw_per_mm2 = 180.8
leakagePower_uw = 0.002366
ir_worst_vdd_uv = 135.0

[placement]
hpwl_um = 7399
io_buffers = 19
gp_congestion = 0.7587

[final_layout]
drive_gt1_share_pct = 18.27
final_layout_top_logic_cells = "240 x conb_1, 57 x dfrtn_1, 45 x buf_4"
final_util_pct = 19.81
fill_cells = 2447
area_growth_syn_to_layout_pct = 5.487
lay_top_count = "conb_1"

[clock_network]
cts_tree = "yes"
clock_path_buffers = 2
clock_latency_ns = 0.33
cts_buffers = 9
clkTransAtPathRegs_ns = 0.04
ctsHtreeMaxLevel = 3
clock_sinks = 57
root_buffer = "clkbuf_16"

[final_timing]
setup_viol_count_final = 0
drv_slew = 0
hold_violations = 0
tightestPinTransition_ns = 0.6946
slew_headroom_pct = 53.69
setup_tns_ns = 0
finalClockSkew_ns = 0.004069
rsz0062_at_grt = "false"

[hold_path]
hold_class = "register to register"
[cell usage after synthesis, drive strengths merged, types with 2 or more instances]
cell type  count
or2            8
buf          245
o21ai         22
a222oi        16
nor2           3
nand3          3
nand4          2
a21o           3
dfrtn         57
and2           8
nor4           3
mux2          11
inv           12
clkbuf        45
a21oi          5
nor3           2
nand2         33
[power breakdown]
group / switching (uW) / internal [uW] / total (uW)
Sequential: 0.00212 / 363 / 363
Combinational: 22.7 / 15.2 / 37.9
Clock: 146 / 266 / 412
[layout make-up]
cell class                      count  area (um^2)  share of cell area (%)
Inverter                           12        45.04                   1.001
Timing Repair Buffer               71        663.1                   14.74
Sequential cell                    57         1426                   31.71
Clock inverter                      4        20.02                  0.4451
Clock buffer                       11        242.7                   5.396
Multi-Input combinational cell    365         1744                   38.78
Tap cell                          285        356.6                   7.928
[through the flow]
step	total power, uW	setup WS [ns]	area [um^2]	std cells	hold slack, ns
2_1_floorplan	476.5	0.07274	5161	724	0.3903
3_3_place_gp	410.8	-0.5558	4178	789	0.3252
3_5_place_dp	409.5	-0.4933	4178	789	0.3267
4_1_cts	826.7	0.0009517	4452	804	0.3265
5_1_grt	855.6	0.005336	4498	805	0.3307
6_report	813.2	0.1296	4498	805	0.3216
[repair_timing]
action	in CTS	in global routing
pin swaps	0	3
hold buffers	0	0
endpoints found under the setup margin	6	32
gates resized	3	22
buffers inserted	0	1
[routing by layer]
| metal | global-route usage (%) | vias to the layer above |
|---|---|---|
| li1 | - | 1121 |
| met1 | 7.073 | 1132 |
| met2 | 9.562 | 171 |
| met3 | 2.272 | 9 |
| met4 | 0.5997 | 0 |
| met5 | 0 | - |
[worst paths after layout]
check,cells past startpoint,to,from
setup reg to reg,3,src_a[6],active_op[4]
setup / recovery,10,src_a[5],address[10]
min in group asynchronous,1,src_b[5],nReset
hold reg to reg,0,result_reg[3],result_reg[3]
max in group asynchronous,2,result_reg[13],nReset
hold / removal,0,result_reg[3],result_reg[3]
[logic make-up after synthesis]
family / Yosys count / synth area share, %
buffers and inverters: 302 / 48.00
AND-OR/OR-AND: 47 / 7.629
XOR/XNOR: 1 / 0.2054
other: 1 / 0.08794
AND/OR/NAND/NOR: 66 / 7.717
flip-flops: 57 / 33.45
multiplexers: 11 / 2.905
Power and IR drop assume default switching activity.
