<file path="/design/flow/design.v">
`timescale 1 ps / 1 ps
module MainMemory(Clk,Dataout, address, nRead,nWrite, nReset);
`timescale 1 ps / 1 ps
parameter MainMemEn  = 4'h0;  
parameter InstrMemEn = 4'h1;  
parameter AluEn      = 4'h2;  
parameter IntAlu     = 4'h3;  
parameter RegisterEn = 4'h4;  
parameter ExecuteEn  = 4'h5;  
parameter AluStatusIn = 0;
parameter AluStatusOut = 1;
parameter ALU_Source1 = 2;
parameter ALU_Source2 = 3;
parameter  ALU_Result = 4;
parameter Overflow_err = 5;
parameter MMult1 = 0;
parameter MMult2 = 1;
parameter MMult3 = 2;
parameter MAdd = 3;
parameter MSub = 4;
parameter MTranspose = 5;
parameter MScale = 6;
parameter MScaleImm = 7;
parameter Iadd = 8'h10;
parameter Isub = 8'h11;
parameter Imult = 8'h12;
parameter Idiv = 8'h13;
parameter BEQ = 8'h21;
parameter BLT = 8'h22;
parameter BNE = 8'h20;
parameter BGT = 8'h23;
parameter Instruct1 = 32'h 03_02_00_01;  
parameter Instruct2 = 32'h 06_03_00_0a;  
parameter Instruct3 = 32'h 10_10_0a_0b;  
parameter Instruct4 = 32'h 04_04_03_00;  
parameter Instruct5 = 32'h 22_01_04_03; 
parameter Instruct6 = 32'h 05_05_02_00; 
parameter Instruct7 = 32'h 21_81_08_05; 
parameter Instruct8 = 32'h 07_11_03_08; 
parameter Instruct9 = 32'h 00_06_04_05;  
parameter Instruct10 = 32'h 12_0a_01_00; 
parameter Instruct11 = 32'h 11_12_0a_01; 
parameter Instruct12 = 32'h 13_0c_12_0a; 
parameter Instruct13 = 32'h FF_00_00_00;  
input logic nRead,nWrite, nReset, Clk;
input logic [15:0] address;
inout logic [255:0] Dataout;  
  logic [255:0]MainMemory[14];  
  logic ItsMe;  
  logic [255:0] MemToOutput;  
  localparam int MEM_ADDR_MSB = 11;
  localparam int MEM_ADDR_LSB = 7;  
  logic [MEM_ADDR_MSB-MEM_ADDR_LSB:0] mem_index;
  assign mem_index = address[MEM_ADDR_MSB:MEM_ADDR_LSB];
always_ff @(negedge Clk or negedge nReset)
begin
	if (~nReset) begin
	MainMemory[0] <= 256'h0009_000c_0008_000d_0008_0003_000f_0009_000B_0013_0010_0007_000c_0005_000e_0006;
	MainMemory[1] <= 256'h0007_0005_0007_0009_000c_0003_000e_0002_0010_0009_000f_0008_000c_0007_0004_0006;
	MainMemory[2] <= 256'h0;
	MainMemory[3] <= 256'h0;
	MainMemory[4] <= 256'h0;
	MainMemory[5] <= 256'h0;
	MainMemory[6] <= 256'h0;
	MainMemory[7] <= 256'h0;
	MainMemory[8] <= 256'h0;
	MainMemory[9] <= 256'h0;
	MainMemory[10] <= 256'h4;
	MainMemory[11] <= 256'he;
	MainMemory[12] <= 256'h0;
	MainMemory[13] <= 256'h0;
      MemToOutput <= 0;
      ItsMe <= 0;
	end
  else begin
    if(address[15:12] == MainMemEn)  
		begin
			if (~nRead)begin
			  ItsMe <= 1;  
				MemToOutput <= MainMemory[mem_index];  
			end else begin
			  ItsMe <= 0;  
			end
			if(~nWrite && mem_index < 14)begin
		    MainMemory[mem_index] <= Dataout;
			end
		end
    else begin
      ItsMe <= 0;
    end
  end
end 	
assign Dataout = ItsMe ? MemToOutput : 256'bz;
endmodule
</file>
<file path="/design/flow/run.sh">
#!/bin/bash
# OpenROAD 26Q1-2900-gdf79404cd8, Yosys 0.63+post, stock flow scripts
make -C /OpenROAD-flow-scripts/flow DESIGN_CONFIG=/design/flow/config.mk WORK_HOME=/design/flow/orfs finish
</file>
<file path="/design/flow/config.mk">
export PLATFORM = sky130hd
export DESIGN_NAME = MainMemory
export DESIGN_NICKNAME = MainMemory
export VERILOG_FILES = /design/flow/design.v
export SDC_FILE = /design/flow/constraint.sdc
export NUM_CORES = 4
export LEC_CHECK = 1
export CORE_UTILIZATION = 50
</file>
<file path="/design/flow/constraint.sdc">
current_design MainMemory

set clk_period 2.5
set clk_io_pct 0.2

create_clock -name clk0 -period $clk_period [get_ports {Clk}]

set non_clock_inputs [all_inputs -no_clocks]
set_input_delay [expr $clk_period * $clk_io_pct] -clock clk0 $non_clock_inputs
set_output_delay [expr $clk_period * $clk_io_pct] -clock clk0 [all_outputs]
</file>
==> datasheet_impl.txt <==
Table: implementation figures

Parameter                              Value

Logic synthesis
  Share of async-settable or async-resettable flops after synthesis    1.000
  Area of the synthesized netlist per yosys stat    0.1732 mm²
  Most frequent cells after synthesis    dfrtn_1, mux2_2, nand3b_1
  Synthesized area per cell    about 13 µm²
  Seq share, synth    0.5553
  Number of distinct library cells after synthesis    ~45
  Most area-hungry cell type in the Yosys netlist    dfrtn_1
  Yosys cell count    13020
  #FFs+latches synth    3840
  Biggest area contributors in the synthesized netlist    dfrtn_1, mux2_2, nand3b_1, a21oi_1, a22oi_1
  Most frequent cell after synthesis    dfrtn_1
  Main synth FF type    dfrtn_1
  Gate Count Post-Synth    13020
  Yosys warnings    3
  Count of library flops with an enable pin    0
  Post-synth top area share    0.5441
  Cell area after synthesis    around 0.17 mm²

Clocking
  Clock H-tree levels    5
  Number of buffers on the longest clock path    4
  CTS sink cnt    about 3800
  Count of cells resized by post-cts repair    ~290
  CTS Hold Buffers Added    0
  Number of setup buffers added after CTS    approximately 57
  Number of buffers created by CTS    between 400 and 500
  Buffer type at the clock tree root    clkbuf_16

Run status
  Halt Reason    [error] [KeplerFormal.cpp:679] Workflow failed: Iso has multiple drivers: .Dataout42, Dataout[42]$_DFFE_NN0P_.Q0
  Failed at    clock tree synthesis (4_1_cts)
  Result of the run    stopped before the end

Place
  Final weighted congestion in routability-driven placement    roughly 0.86
  Worst setup slack before clock tree synthesis    -2354 ps
  Dpl hpwl    between 300000 and 400000 µm
  Tally of buffers added on design ports    12

Floorplanning
  Core utilization before placement    0.5038
  Die boundary height    approximately 600 µm
  Horiz. Die Dim    590.6 µm
  FP Rows    ~220
  Boundary Pins    approximately 280
## stage by stage
step	cell area, µm²	hold slack, ps	instances
global placement	190100	429.0	17570
detailed placement	190100	441.5	17570
floorplan	173400	419.2	13020
## logic make-up after synthesis
logic type	synth area share
compound gates	0.1044
buf+inv	0.03404
flops	0.5553
mux	0.2452
simple gates	0.06099
