`design/flow/run.sh`:
```
#!/bin/bash
# OpenROAD 26Q1-2900-gdf79404cd8, Yosys 0.63+post, stock flow scripts
make -C /OpenROAD-flow-scripts/flow DESIGN_CONFIG=/design/flow/config.mk WORK_HOME=/design/flow/orfs finish
```
`design/flow/config.mk`:
```
export PLATFORM = sky130hd
export DESIGN_NAME = InstructionMemory
export DESIGN_NICKNAME = InstructionMemory
export VERILOG_FILES = /design/flow/design.v
export SDC_FILE = /design/flow/constraint.sdc
export NUM_CORES = 4
export LEC_CHECK = 1
export CORE_AREA = 10 10 114 114
export DIE_AREA = 0 0 124 124
```
`design/flow/constraint.sdc`:
```
current_design InstructionMemory

set clk_period 5.3
set clk_io_pct 0.2

create_clock -name clk0 -period $clk_period [get_ports {Clk}]
create_clock -name clk1 -period $clk_period [get_ports {nReset}]

set non_clock_inputs [all_inputs -no_clocks]
set_input_delay [expr $clk_period * $clk_io_pct] -clock clk0 $non_clock_inputs
set_output_delay [expr $clk_period * $clk_io_pct] -clock clk0 [all_outputs]
```
`design/flow/design.v`:
```
`timescale 1 ps / 1 ps
module InstructionMemory(Clk,DataBus, address, nRead,nReset);
`timescale 1 ps / 1 ps
parameter MainMemEn  = 4'h0;  
parameter InstrMemEn = 4'h1;  
parameter AluEn      = 4'h2;  
parameter IntAlu     = 4'h3;  
parameter RegisterEn = 4'h4;  
parameter ExecuteEn  = 4'h5;  
parameter AluStatusIn = 0;
parameter AluStatusOut = 1;
parameter ALU_Source1 = 2;
parameter ALU_Source2 = 3;
parameter  ALU_Result = 4;
parameter Overflow_err = 5;
parameter MMult1 = 0;
parameter MMult2 = 1;
parameter MMult3 = 2;
parameter MAdd = 3;
parameter MSub = 4;
parameter MTranspose = 5;
parameter MScale = 6;
parameter MScaleImm = 7;
parameter Iadd = 8'h10;
parameter Isub = 8'h11;
parameter Imult = 8'h12;
parameter Idiv = 8'h13;
parameter BEQ = 8'h21;
parameter BLT = 8'h22;
parameter BNE = 8'h20;
parameter BGT = 8'h23;
parameter Instruct1 = 32'h 03_02_00_01;  
parameter Instruct2 = 32'h 06_03_00_0a;  
parameter Instruct3 = 32'h 10_10_0a_0b;  
parameter Instruct4 = 32'h 04_04_03_00;  
parameter Instruct5 = 32'h 22_01_04_03; 
parameter Instruct6 = 32'h 05_05_02_00; 
parameter Instruct7 = 32'h 21_81_08_05; 
parameter Instruct8 = 32'h 07_11_03_08; 
parameter Instruct9 = 32'h 00_06_04_05;  
parameter Instruct10 = 32'h 12_0a_01_00; 
parameter Instruct11 = 32'h 11_12_0a_01; 
parameter Instruct12 = 32'h 13_0c_12_0a; 
parameter Instruct13 = 32'h FF_00_00_00;  
input logic nRead, nReset, Clk;
input logic [15:0] address;
inout logic [255:0] DataBus;  
logic [31:0] InstructMemory[15];  
logic        ItsMe;
logic [255:0] InstToOutput;
always_ff @(negedge Clk or negedge nReset)
begin
  if (!nReset) begin
    InstToOutput <= '0;
    ItsMe        <= 1'b0;
  end
  else begin
    if(address[15:12] == InstrMemEn) begin
      ItsMe <= 1'b1;
      if(~nRead) begin
        InstToOutput <= {224'b0, InstructMemory[address[11:0]]};
      end
    end
    else begin
      ItsMe <= 1'b0;
    end
  end
end
always @(negedge nReset)
begin
  InstructMemory[0]  = Instruct1;
  InstructMemory[1]  = Instruct2;
  InstructMemory[2]  = Instruct3;
  InstructMemory[3]  = Instruct4;
  InstructMemory[4]  = Instruct5;
  InstructMemory[5]  = Instruct6;
  InstructMemory[6]  = Instruct7;
  InstructMemory[7]  = Instruct8;
  InstructMemory[8]  = Instruct9;
  InstructMemory[9]  = Instruct10;
  InstructMemory[10] = Instruct11;
  InstructMemory[11] = Instruct12;
  InstructMemory[12] = Instruct13;
end
assign DataBus = (ItsMe && ~nRead) ? InstToOutput : 256'bz;
endmodule
```
==> flow_summary.json <==
{
  "synth_warnings": 67,
  "top_logic_kind": "buffers and inverters",
  "place_congestion": 0.8637,
  "initial_utilization_pct": 28.28,
  "xor_area_share_pct": 0.2974,
  "synth_cell_types": 37,
  "ctsResizeCount": 0,
  "dp_hpwl_mm": 5.703,
  "synthAdderAreaFrac_pct": 0,
  "mux_share_pct": 1.529,
  "post_cts.repair.setup_buffers": 0,
  "place_area_um2": 2407,
  "syn_area_um2": 2945,
  "outcome": "stopped before the end",
  "yosys.area_share.aoi_pct": 9.898,
  "firstError": "[error] [KeplerFormal.cpp:679] Workflow failed: Iso has multiple drivers: .DataBus0, DataBus[0]$_DFFE_NN0P_.Q0",
  "ys_seq_share_pct": 17.84,
  "io_pins": 275,
  "stop_stage": "clock tree synthesis (4_1_cts)",
  "yosys.area.top_type": "buf_4",
  "port_buffers": 9,
  "fp.dieH_um": 124,
  "yosys-stat-area_um2": 2945,
  "rows": 37,
  "ctsHoldBuffers": 0,
  "ys_sh_simple_pct": 8.071,
  "area_leaders": "buf_4 60%, dfrtn_1 18%, o21ai_1 2.9%, o21ai_0 1.7%, clkbuf_1 1.4%",
  "dp_cells": 507,
  "yosysCellCount": 361,
  "synth_flops": 21,
  "syn_inst": 361,
  "avgSynthCellArea_um2": 8.159,
  "top_area_share_pct": 59.90,
  "die_w_um": 124
}
## cell usage after synthesis (all sizes together)
cell type / number
a211oi: 1
a21boi: 1
a21oi: 4
a22o: 1
a2bb2oi: 1
a311oi: 1
a31o: 2
a31oi: 1
and2: 1
and3b: 3
buf: 237
clkbuf: 11
conb: 1
dfrtn: 21
inv: 3
mux2: 4
nand2: 4
nand2b: 4
nor2: 5
nor2b: 6
nor3: 4
nor3b: 3
nor4b: 4
nor4bb: 1
o21a: 2
o21ai: 27
o31ai: 4
o41ai: 1
or2: 1
or4b: 1
xor2: 1
## through the flow
| step | power [W] | TNS (ns) | setup WS [ns] |
|---|---|---|---|
| after detailed placement | 0.0002490 | -3.369 | -0.2716 |
| after global placement | 0.0002505 | -3.209 | -0.2542 |
| after floorplan | 0.0003303 | 0 | 0.1872 |
## kinds of logic after synthesis
family | Yosys count
other | 1
buffers and inverters | 251
xor gates and xnor gates | 1
AOI/OAI and AO/OA | 46
DFF | 21
muxes | 4
and+or+nand+nor | 37
Power figures rest on the tool's default switching activity, not on a simulated workload.
